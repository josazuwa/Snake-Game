## /design/flow/design.v

```verilog
`timescale 1ns / 1ps
module food(
	 input clk,
	 input update,
	 input start,
	 input [39:0] snakehead,
	 output reg [39:0] location,
    output reg overlap
    );
	 integer WIDTH    =  16; 
    integer HIEGHT   =  16; 
    integer X_LEFT   = 304; 
    integer Y_BOTTOM = 224;
	 integer counter = 0;
	 integer counter2 = 0;
	 always @(posedge clk) begin
		if(update == 1'b1) begin
			counter = counter + 3;
			counter2 = counter2 + 7;
			if(start) begin
				overlap = 1'b0;
				location[39:30] = WIDTH;
				location[29:20] = HIEGHT;
				location[19:10] = X_LEFT;
				location[9:0] = Y_BOTTOM;
			end
			else if(snakehead[9:0] == Y_BOTTOM & snakehead[19:10] == X_LEFT) begin
				overlap = 1'b1;
				X_LEFT = (X_LEFT + counter) % 512;
				Y_BOTTOM = (Y_BOTTOM + counter2) % 512;
				location[19:10] = X_LEFT;
				location[9:0] = Y_BOTTOM;
			end
			else begin
				overlap = 1'b0;
			end
		end
	end
endmodule
```

## /design/flow/run.sh

```bash
#!/bin/bash
# OpenROAD 26Q1-2900-gdf79404cd8, Yosys 0.63+post, stock flow scripts
make -C /OpenROAD-flow-scripts/flow DESIGN_CONFIG=/design/flow/config.mk WORK_HOME=/design/flow/orfs finish
```

## /design/flow/config.mk

```make
export PLATFORM = sky130hd
export DESIGN_NAME = food
export DESIGN_NICKNAME = food
export VERILOG_FILES = /design/flow/design.v
export SDC_FILE = /design/flow/constraint.sdc
export NUM_CORES = 4
export LEC_CHECK = 1
export CORE_UTILIZATION = 50
```

## /design/flow/constraint.sdc

```tcl
current_design food

set clk_period 5.9
set clk_io_pct 0.2

create_clock -name clk0 -period $clk_period [get_ports {clk}]

set non_clock_inputs [all_inputs -no_clocks]
set_input_delay [expr $clk_period * $clk_io_pct] -clock clk0 $non_clock_inputs
set_output_delay [expr $clk_period * $clk_io_pct] -clock clk0 [all_outputs]
```

==> results.yml <==
# synthesis and place-and-route metrics
status:
  status: "completed"
synth:
  ys_warn_count: 1
  ys_seq_share_pct: 46.2
  ys_async_sr_fraction_pct: 0
  synth-edff-count: 105
  dominantRegCellSynth: "edfxtp_1"
  syn_area_per_cell_um2: 11.3
  ys_types: 61
  ys_ff: 105
  ys_cells: 602
  yosys-stat-area_um2: 6820
  synthCells: 602
  syn-cell-area_um2: 6820
worst_hold_path:
  hold_depth: 1
  whs_endpoint: "counter2[0]"
  hold_start: "counter2[0]"
  hp-class: "register to register"
final_timing:
  tightest_slew_ps: 758
  finalSetupViolations: 0
  hold_viol: 0
  fin_skew_ps: 4.73
  max_freq_ghz: 0.211
  fin_crit_ps: 4730
  slew_headroom_pct: 49.1
  fin_tns_setup_ps: 0
  slew_viol_final: 0
  grt_setup_unrepaired: "no"
  layout_worst_path_cycle_share_pct: 80.2
  worst_hold_slack_ps: 605
clocking:
  clock-sinks: 105
  insertion_delay_ps: 350
  cts_resized: 0
  ctsHoldBuffers: 0
  root_buffer: "clkbuf_16"
  clockBufferDepth: 2
  postCtsSetupRepairBufs: 0
  cts-buffers-inserted: 9
  clk_pin_slew_ps: 70
  htree_levels: 3
  cts_tree: "built"
critical_path:
  reg2reg_to: "location[19]"
  cp_num_buf_inv: 1
  worstSetupStartpointType: "register"
  path_delay_family: "simple AND/OR/NAND/NOR gates"
  worst_path_most_repeated_cell: "ha_1"
  critPathSlowestCell: "nor3_1"
  crit_type: "register to register"
  cp_max_fo: 5
  required_ps: 6010
  rr_worst_depth: 15
  path_cells: "inv_1 -> ha_1 -> nor4b_2 -> nand2_1 -> nor3_1 -> nand4_1 -> xnor2_1 -> ha_1 -> a21oi_1 -> o21ai_1 -> a221o_1 -> a2111o_1 -> or3_4 -> and4b_1 -> a211o_1"
  worstPathArrival_ps: 4840
  r2r-start: "counter[0]"
  slowest_delay_ps: 570
  endpoint_kind: "register"
  cp.depth: 15
  r2r_slack_ps: 1170
finish:
  area_growth_pct: 13.4
  finalCoreUtilization_pct: 58.2
  lay_top_cells: "edfxtp_1, nand2_1, ha_1, xnor2_1, clkdlybuf4s50_1"
  logic_area_um2: 3510
  layout-drive-gt1-share_pct: 6.35
  n_fill_cell: 1097
  seqCellArea_um2: 3150
  lay_top_count: "edfxtp_1"
route:
  drt-wirelength-per-cell_um: 15.9
  antenna_cells: 0
  drc: 0
  vias: 4672
  ant_nets: 0
  drt_pass1_iterations: 4
  routed_wirelength_mm: 13.3
  drt_iter0_drc: 284
  avgViaCountPerCell: 5.58
die:
  core_area_um2: 13300
  chip_area_um2: 14100
  num_rows: 42
  fp.dieH_um: 119
  floorplan.core_util_pct: 51.3
  io_pins: 84
  fp.dieW_um: 119
job:
  warnings: 45
  cap_violations: 0
pwr:
  power_switching_w: 0.000538
  swShare_pct: 27.1
  max-vdd-ir-drop_uv: 144
  power.density_nw_per_um2: 257
  p_leak_nw: 2.95
  p_comb_share_pct: 20.1
  clkPwrFrac_pct: 32.8
  p_seq_share_pct: 47.1
  cell_internal_pwr_w: 0.00145
place:
  io_buffers: 43
  place_hpwl_mm: 9.70
  place.gp.congestion: 0.835
grt:
  grt_pass1_vias: 4563
  grt_pass1_wl_mm: 21.9
  track_usage_pct: 20.7
  gr-total-overflow: 0
  grt_antenna_before_repair: 0
  grt_max_degree: 45
[worst register-to-register path, cell delays in order (launching register included)]
cell and delay (ps):
edfxtp_1 420, inv_1 110, ha_1 260, nor4b_2 440
nand2_1 130, nor3_1 570, nand4_1 200, xnor2_1 220
ha_1 280, a21oi_1 150, o21ai_1 90, a221o_1 350
a2111o_1 450, or3_4 400, and4b_1 200, a211o_1 230
[per-layer routing]
metal	up-vias	share of wire, %	GRT usage (%)
met4	0	2.2	3.64
met1	2173	48	33.4
met3	19	7.9	7.49
met2	141	42	29.3
li1	2339	-	-
met5	-	0	0
[state kept, by name, indices dropped and copies added, names as in the netlist]
name,count
X_LEFT,10
counter2,32
counter,32
Y_BOTTOM,10
overlap,1
location,20
[cells in the mapped netlist (all sizes together), types with 3 or more instances]
cell | count | area (µm²)
and2 | 4 | 25.0
a2111oi | 3 | 51.3
nor2b | 4 | 25.0
edfxtp | 105 | 3150
xnor2 | 59 | 517
nand4 | 25 | 156
nor3 | 9 | 45.0
buf | 21 | 154
a21o | 10 | 75.1
and4 | 8 | 70.1
nor2 | 18 | 67.6
or3 | 4 | 30.0
o21ai | 17 | 85.1
clkbuf | 3 | 11.3
a221oi | 4 | 35.0
and3 | 9 | 57.6
a31oi | 3 | 18.8
nand2b | 5 | 31.3
inv | 16 | 60.1
a21oi | 27 | 135
nor4 | 10 | 96.4
nor3b | 3 | 22.5
or4 | 4 | 30.0
a211oi | 3 | 22.5
ha | 64 | 801
nand2 | 74 | 278
nand3 | 26 | 130
mux2 | 6 | 67.6
xor2 | 29 | 254
[area by class of cell]
type | count | area share, %
inverters | 16 | 0.776
flip-flops and latches | 105 | 40.8
multi-input cells | 475 | 45.4
clock buffers | 9 | 2.91
repair buffers | 49 | 6.08
well taps | 176 | 2.85
clock inverters | 7 | 1.21
[power groups by stage]
stage	Clock, W	Sequential (W)	Combinational (W)
after CTS	0.000667	0.000935	0.000402
after global routing	0.000696	0.000941	0.000451
final	0.000651	0.000935	0.000399
[per-stage QoR]
step	instances	worst slack [ps]	power (W)	instance area [µm²]
2_1_floorplan	620	1790	0.00124	6890
3_3_place_gp	821	1240	0.00134	7420
3_5_place_dp	821	1170	0.00135	7420
4_1_cts	837	1140	0.00200	7740
5_1_grt	837	760	0.00209	7740
6_report	837	1170	0.00199	7740
[cells by family (layout without fill, tap and decap cells)]
logic type               Yosys count  count (layout)  synth area share (%)
buffers and inverters             40              81                  3.30
multiplexers                       7               7                  1.14
XOR/XNOR                          90              90                  12.0
flip-flops                       105             105                  46.2
adder cells (fa/ha/maj)           66              66                  12.3
AND/OR/NAND/NOR                  207             207                  16.2
AND-OR/OR-AND                     85              85                  8.76
other                              2              20                 0.110
[worst max path at each step]
stage / startpoint / to / slack [ps]
CTS: counter[0] / location[19] / 1140
finish: counter[0] / location[19] / 1170
global route: counter2[0] / location[9] / 760
Power figures rest on the tool's default switching activity, not on a simulated workload.
