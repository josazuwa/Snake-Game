**flow/constraint.sdc**
```tcl
current_design vga_sync

set clk_period 2.6
set clk_io_pct 0.2

create_clock -name clk0 -period $clk_period [get_ports {clk}]

set non_clock_inputs [all_inputs -no_clocks]
set_input_delay [expr $clk_period * $clk_io_pct] -clock clk0 $non_clock_inputs
set_output_delay [expr $clk_period * $clk_io_pct] -clock clk0 [all_outputs]
```
**flow/config.mk**
```make
export PLATFORM = sky130hd
export DESIGN_NAME = vga_sync
export DESIGN_NICKNAME = vga_sync
export VERILOG_FILES = /design/flow/design.v
export SDC_FILE = /design/flow/constraint.sdc
export NUM_CORES = 4
export LEC_CHECK = 1
export CORE_AREA = 10 10 105 105
export DIE_AREA = 0 0 115 115
```
**flow/run.sh**
```bash
#!/bin/bash
# OpenROAD 26Q1-2900-gdf79404cd8, Yosys 0.63+post, stock flow scripts
make -C /OpenROAD-flow-scripts/flow DESIGN_CONFIG=/design/flow/config.mk WORK_HOME=/design/flow/orfs finish
```
**flow/design.v**
```verilog
module vga_sync(clk,hsync,vsync,hcount,vcount,pix_clk,blank);
   input clk;      
   output hsync;
   output vsync;
   output [9:0] hcount, vcount;
   output 	pix_clk;
   output 	blank;
   reg 		pcount;		  
   wire 	en = (pcount == 0);
   always @ (posedge clk) pcount <= ~pcount;
   assign 	pix_clk = en;
   reg 		hsync,vsync,hblank,vblank;
   reg [9:0] 	hcount;       
   reg [9:0] 	vcount;	  
   wire 	hsyncon,hsyncoff,hreset,hblankon;
   assign 	hblankon = en & (hcount == 639);    
   assign 	hsyncon = en & (hcount == 652-4);
   assign 	hsyncoff = en & (hcount == 746-4);
   assign 	hreset = en & (hcount == 793-4);
   wire 	blank =  (vblank | (hblank & ~hreset));     
   wire 	vsyncon,vsyncoff,vreset,vblankon;
   assign 	vblankon = hreset & (vcount == 479);    
   assign 	vsyncon = hreset & (vcount == 492-4);
   assign 	vsyncoff = hreset & (vcount == 494-4);
   assign 	vreset = hreset & (vcount == 527-4);
   always @(posedge clk) begin
      hcount <= en ? (hreset ? 0 : hcount + 1) : hcount;
      hblank <= hreset ? 0 : hblankon ? 1 : hblank;
      hsync <= hsyncon ? 0 : hsyncoff ? 1 : hsync;    
      vcount <= hreset ? (vreset ? 0 : vcount + 1) : vcount;
      vblank <= vreset ? 0 : vblankon ? 1 : vblank;
      vsync <= vsyncon ? 0 : vsyncoff ? 1 : vsync;    
   end
endmodule
```
==> results_dict.tcl <==
# metrics dict for downstream scripts
set metrics [dict create \
    post-layout-total-power_w 0.0006516 \
    globalRouteTotalUtil_pct 4.508 \
    run_status "finished, final reports clean" \
    hp-class "register to register" \
    portBuffers 24 \
    crit_start "hcount[1]" \
    final_period_minus_worst_setup_slack_ns 2.228 \
    worstReg2RegStart "hcount[1]" \
    drt_drc_violations_left 0 \
    cts.root.buffer_cell "clkbuf_8" \
    grt_busiest_layer "met1" \
    post_synth_instance_area_um2 1366 \
    synth-simple-area-share_pct 24.91 \
    yosys-stat-cells 120 \
    dieArea_um2 13230 \
    setup_tns_ns 0 \
    yosys.stat.seqShare_pct 51.28 \
    use_met2_pct 5.856 \
    finalWirelength_um 3018 \
    post-route-period-util_pct 85.68 \
    power.static_leakage_nw 0.6946 \
    core_area_um2 8763 \
    synth.top_cells.by_area "edfxtp_1 (44%), dfxtp_1 (7.3%), ha_1 (6.4%), xnor2_1 (6.4%), nor2_1 (4.7%)" \
    top_level_ports 25 \
    crit_path_max_incr_delay_ns 0.46 \
    synth.comb.largest_family "simple AND/OR/NAND/NOR gates" \
    slew_headroom_pct 69.99 \
    yosys-mux-area-fraction_pct 0 \
    most_common_cell "edfxtp_1" \
    drt_pre_antenna_iters 3 \
    worst_ir_drop_vdd_mv 0.2142 \
    grt_pass1_vias 961 \
    number_of_buffers_created_by_cts 3 \
    synthAdderAreaFrac_pct 6.410 \
    worst_setup_path_start_kind "register" \
    placed_cells_incl_taps 253 \
    timing.final.setup_violations 0 \
    grt_setup_unrepaired "no" \
    die-height_um 115 \
    detailedRoute.firstIterationViolations 17 \
    worst-slew-pin-transition_ns 0.4468 \
    power_density_cells_nw_per_um2 355.3 \
    critPathBufInv 3 \
    drive_above_1_share_pct 14.19 \
    initial_core_util_pct 15.59 \
    grt_first_pass_wirelength_um 4878 \
    post_synth_xor_area_fraction_pct 10.26 \
    postSynth.asyncResetShare_pct 0 \
    fin_worst_skew_ns 0.005933 \
    fp.dieW_um 115 \
    synth.lib_cells_used.distinct 35 \
    crit_fanout 5 \
    warning_count 30 \
    tally_of_non_filler_cells_in_the_final_layout 263 \
    ctsLongestPathBuffers 2 \
    netlist_top_cells_count "edfxtp_1 (20), nor2_1 (17), xnor2_1 (10)" \
    met3_usage_pct 2.268 \
    rrSetupSlack_ns 0.71 \
    synth_largest_type_area_fraction_pct 43.96 \
    syn_avg_cell_area_um2 11.39 \
    hpwlAfterDp_um 2263 \
    synth_compound_gate_area_share_pct 3.571 \
    maxClockFrequency_mhz 448.9 \
    antenna_found_initial 0 \
    remaining_overflow_grt 0 \
    hold_violations 0 \
    drt-wirelength-per-cell_um 11.48 \
    antenna_violating_nets_post_route 0 \
    path_depth 7 \
    crit_required_ns 2.08 \
    cp_cell_sequence "inv_2 > ha_1 > and4bb_1 > and3_4 > inv_2 > a21o_2 > dlymetal6s2s_1" \
    timing.max_cap.violations 0 \
    arrival_ns 1.71 \
    clk_pin_slew_ns 0.08 \
    syn2layout_area_growth_pct 34.25 \
    htreeDepth 1 \
    crit_end "blank" \
    worstHoldStart "hblank" \
    place_worst_setup_slack_ns 0.3053 \
    diode_count 0 \
    synthesis.yosys.warnings 1 \
    gp_congestion 0.7893 \
    cts_tree "done" \
    final-max-slew-violation-count 0 \
    worst_slack_ns 0.3722 \
    synth_area_leader_cell "edfxtp_1" \
    slowest_library_cell_on_the_worst_path "edfxtp_1" \
    grt_max_degree 21 \
    critPathKind "register to output port" \
    cts_sinks 25 \
    cp-end-kind "output port" \
    via_per_inst 3.669 \
    fillerInstances 934 \
    ff_type "edfxtp_1" \
    yosys-stat-area_um2 1366 \
    vias 965 \
    insertion_delay_of_the_later_clocked_pin_in_the_worst_skew_pair_ns 0.26 \
    path_delay_family "flip-flops" \
    worst_r2r_path_cells 7 \
    synth-edff-count 20 \
    post_synthesis_cell_count 120 \
    critical_r2r_capture "vcount[3]" \
    globalRouteMet1Util_pct 6.780 \
    crit_path_frequent_cell "inv_2" \
    num_rows 34 \
    synth_flops 25 \
]
## cell type report
class / count / area, um^2 / area share [%]
flip-flops and latches: 25 / 700.7 / 38.20
multi-input cells: 86 / 616.8 / 33.63
repair buffers: 33 / 310.3 / 16.92
well taps: 108 / 135.1 / 7.367
clock buffers: 4 / 45.04 / 2.456
inverters: 7 / 26.28 / 1.432
## through the flow
| step | utilization (%) | hold slack [ns] | cell area [um^2] |
|---|---|---|---|
| 3_5_place_dp | 19.87 | 0.4639 | 1742 |
| 6_report | 20.93 | 0.4861 | 1834 |
| 2_1_floorplan | - | 0.4383 | 1366 |
| 3_3_place_gp | 19.87 | 0.4533 | 1742 |
| 4_1_cts | 20.39 | 0.4930 | 1787 |
| 5_1_grt | 20.93 | 0.5267 | 1834 |
## power breakdown
group          switching [W]  internal (W)
sequential                 0      0.000425
clock               0.000117      0.000109
combinational              0             0
## what timing repair did
action / in CTS / in global routing
setup buffers: 0 / 6
resized: 0 / 2
setup endpoints to repair: 0 / 1
hold buffers: 0 / 0
## worst register-to-register path, delay by kind of cell (launching register included)
family / cells / cell delay (ns)
DFF: 1 / 0.46
buffers and inverters: 2 / 0.20
adders and majority gates: 1 / 0.13
and+or+nand+nor: 4 / 0.86
## sequential cells by signal, indices dropped and copies added, names as in the netlist
name / cells
hblank: 1
hcount: 10
hsync: 1
pcount: 1
vblank: 1
vcount: 10
vsync: 1
## layer usage
layer  wire (um)  vias to the layer above
li1            -                      499
met1        1576                      441
met2        1129                       23
met3         298                        2
met4          14                        0
met5           0                        -
## worst min-delay path by stage
| stage | endpoint | cells past startpoint | slack [ns] |
|---|---|---|---|
| global route | hblank | 1 | 0.53 |
| finish | hblank | 1 | 0.49 |
| CTS | vblank | 2 | 0.49 |
## logic make-up after synthesis
group | after synthesis
simple gates | 56
flops | 25
xor+xnor | 16
buf+inv | 9
compound gates | 7
fa+ha+maj | 7
## layout by cell type, fill, tap and decap left out, types with 3 or more instances in the layout
cell	count
clkdlybuf4s50_1	23
edfxtp_1	20
nor2_1	17
xnor2_1	10
buf_4	9
nand3_1	7
ha_1	7
xor2_1	6
nand2_1	6
inv_1	5
nand4_1	5
dfxtp_1	5
a21oi_1	3
clkbuf_8	3
Power and IR drop assume default switching activity.
